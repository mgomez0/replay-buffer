==> flow/design.v <==
module mux10(d0, d1, d2, d3, d4, d5, d6, d7, d8, d9, s, y);
input[15:0]  d0, d1, d2, d3, d4, d5, d6, d7, d8, d9;
input[3:0]   s;
output[15:0] y;
reg[15:0]    y;
always @(d0 or d1 or d2 or d3 or d4 or d5 or d6 or d7 or d8 or d9 or s)
begin
  case(s)
  4'b0000: y = d0;
  4'b0001: y = d1;
  4'b0010: y = d2;
  4'b0011: y = d3;
  4'b0100: y = d4;
  4'b0101: y = d5;
  4'b0110: y = d6;
  4'b0111: y = d7;
  4'b1000: y = d8;
  4'b1001: y = d9;
  default: y = d0;
 endcase
end
endmodule
==> flow/run.sh <==
#!/bin/bash
# OpenROAD 26Q1-2900-gdf79404cd8, Yosys 0.63+post, stock flow scripts
make -C /OpenROAD-flow-scripts/flow DESIGN_CONFIG=/design/flow/config.mk WORK_HOME=/design/flow/orfs finish
==> flow/config.mk <==
export PLATFORM = sky130hd
export DESIGN_NAME = mux10
export DESIGN_NICKNAME = mux10
export VERILOG_FILES = /design/flow/design.v
export SDC_FILE = /design/flow/constraint.sdc
export NUM_CORES = 4
export LEC_CHECK = 1
export CORE_AREA = 10 10 98 98
export DIE_AREA = 0 0 108 108
==> flow/constraint.sdc <==
current_design mux10

set clk_period 4.7
set clk_io_pct 0.2

create_clock -name clk0 -period $clk_period

set non_clock_inputs [all_inputs -no_clocks]
set_input_delay [expr $clk_period * $clk_io_pct] -clock clk0 $non_clock_inputs
set_output_delay [expr $clk_period * $clk_io_pct] -clock clk0 [all_outputs]
==> flow.log <==
[report] implementation figures
INFO  metric status = complete, no violations
INFO  metric yosys_warnings = 1
INFO  metric startpoint_type = input pin
INFO  metric remaining_antenna_violation_count_after_routing = 0
INFO  metric floorplan.io_pins = 180
INFO  metric cts_hold_repair.buffers = 0
INFO  metric max_capacitance_violation_count = 0
INFO  metric wire_per_inst = 19.7 um
INFO  metric drive_gt1_frac = 0.0835
INFO  metric path_class = in2out
INFO  metric portBuffers = 180
INFO  metric die_h = 108 um
INFO  metric crit_arrival = 3.17 ns
INFO  metric regArea = 0 sq um
INFO  metric finalCritPeriodShare = 0.874
INFO  metric globalRouteTotalUtil = 0.160
INFO  metric relSlewSlack = 0.458
INFO  metric syn2layout_area_growth = 106%
INFO  metric routed_wirelength = 10000 um
INFO  metric detail_route.drc_violations = 0
INFO  metric synth.avg_cell_area = 6.99 sq um
INFO  metric gr-total-overflow = 0
INFO  metric path_cells = buf_2 -> nor3b_2 -> a22oi_1 -> o221ai_1 -> o22a_1 -> clkdlybuf4s50_1
INFO  metric detailedRoute.firstPassIterationCount = 5
INFO  metric core_area = 7650 sq um
INFO  metric synth_cell_type_count = 49
INFO  metric warnings = 32
INFO  metric place_inst = 509
INFO  metric final_setup_vio_count = 0
INFO  metric rsz0062_at_grt = no
INFO  metric hold_path_end = y[15]
INFO  metric pwr-share-seq = 0
INFO  metric synth-seq-area-share = 0
INFO  metric fp-utilization = 0.224
INFO  metric row_count = 32
INFO  metric fill_cells = 730
INFO  metric grt_first_pass_wirelength = 15000 um
INFO  metric chipWidth = 108 um
INFO  metric cpMaxStageDelayCell = sky130_fd_sc_hd__nor3b_2
INFO  metric tns = 0 ns
INFO  metric dr_total_vias = 2655
INFO  metric n_antenna_cell = 0
INFO  metric leakage_component_of_the_power = 1.26 nW
INFO  metric switching_share = 0.340
INFO  metric power_frac_comb = 1.000
INFO  metric cts_setup_buffers = 0
INFO  metric layout.sequential_cells = 0
INFO  metric yosysCellCount = 245
INFO  metric achievable-frequency = 243 MHz
INFO  metric avgViaCountPerCell = 5.22
INFO  metric min-delay-start = d0[15]
INFO  metric grt_pass1_vias = 2711
INFO  metric crit_fanout = 43
INFO  metric design.die.area = 11700 sq um
INFO  metric worst_setup_path_end_kind = primary output
INFO  metric timing_worst_slew_pin_value = 0.810 ns
INFO  metric layout.cells.non_filler = 509
INFO  metric report.final.slew_viol_count = 0
INFO  metric min_delay_path_depth = 4
INFO  metric final_cell_area = 3520 sq um
INFO  metric layout.clock_buffers = 0
INFO  metric first_iter_violations = 107
INFO  metric instance_area_after_placement = 3520 sq um
INFO  metric crit_required = 3.76 ns
INFO  metric power.density_cell_area = 90.9 nW/um^2
INFO  metric syn-instance-count = 245
INFO  metric power.switching = 0.109 mW
INFO  metric worst_hold_path_type = in2out
INFO  metric share_clk_of_total_power = 0
INFO  metric syn-cell-area = 1710 sq um
INFO  metric cp_slowest_stage_delay = 0.78 ns
INFO  metric final_period_minus_worst_setup_slack = 4.11 ns
INFO  metric gpl.final_weighted_congestion = 0.866
INFO  metric power = 0.320 mW
INFO  metric dpl.hpwl = 8350 um
INFO  metric irDropWorstVdd = 0.0303 mV
INFO  metric grt_antenna_before_repair = 0
INFO  metric cell_internal_power_dissipation = 0.211 mW
INFO  metric largest_net_degree_at_the_start_of_global_routing = 44
INFO  metric synth-area-yosys = 1710 sq um
INFO  metric post_cts_resize_count = 0
INFO  metric hold_viol = 0
layout by cell type, fill, tap and decap left out, types with 3 or more instances in the layout:
master                            count
sky130_fd_sc_hd__a21oi_1             21
sky130_fd_sc_hd__a221oi_2             3
sky130_fd_sc_hd__a22oi_1             10
sky130_fd_sc_hd__a31oi_1              7
sky130_fd_sc_hd__a32oi_1              5
sky130_fd_sc_hd__and3_1               7
sky130_fd_sc_hd__and3b_1              3
sky130_fd_sc_hd__buf_2                4
sky130_fd_sc_hd__buf_4               10
sky130_fd_sc_hd__clkdlybuf4s50_1    176
sky130_fd_sc_hd__mux2_2               8
sky130_fd_sc_hd__mux2i_1             14
sky130_fd_sc_hd__nand2_1              9
sky130_fd_sc_hd__nand2b_1             9
sky130_fd_sc_hd__nand3_1             14
sky130_fd_sc_hd__nor2_1              12
sky130_fd_sc_hd__nor2b_1              9
sky130_fd_sc_hd__nor3_1               4
sky130_fd_sc_hd__nor3b_1              5
sky130_fd_sc_hd__o21ai_0             14
sky130_fd_sc_hd__o21ai_1              3
sky130_fd_sc_hd__o221ai_1             4
sky130_fd_sc_hd__o22a_1               3
sky130_fd_sc_hd__o22ai_1              6
sky130_fd_sc_hd__o2bb2ai_1            4
sky130_fd_sc_hd__o31a_1               3
sky130_fd_sc_hd__o32a_1              12
cells by family after synthesis:
kind of cell,synth area share
buffers and inverters,0.110
AND/OR/NAND/NOR,0.268
AND-OR/OR-AND,0.458
multiplexers,0.164
cell type report:
cell class,count,area (sq um),area share
Tap cell,102,128,0.0362
Multi-Input combinational cell,214,1530,0.434
Inverter,3,11.3,0.00319
Timing Repair Buffer,190,1860,0.527
through the flow:
stage               hold WS (ns)  utilization  setup WS, ns
CTS                         2.85        0.461         0.562
floorplan                   1.96            -          1.77
finish                      2.84        0.461         0.591
global route                2.86        0.461         0.395
detailed placement          2.84        0.461         0.541
global placement            2.85        0.461         0.588
critical path, delay by kind of cell:
family,cells,cell delay [ns]
buffers and inverters,2,0.81
and+or+nand+nor,1,0.78
AOI/OAI and AO/OA,3,0.61
power by group through the flow:
| stage | sequential, mW | clock (mW) | combinational, mW |
|---|---|---|---|
| 6_report | 0 | 0 | 0.320 |
| 5_1_grt | 0 | 0 | 0.347 |
| 4_1_cts | 0 | 0 | 0.324 |
per-layer routing:
layer | GRT usage | share of wire | wire length [um]
met1 | 0.207 | 0.41 | 4170
met2 | 0.270 | 0.48 | 4820
met3 | 0.0476 | 0.10 | 1030
met4 | 0.00477 | 0.0031 | 31
met5 | 0 | 0 | 0
cells in the mapped netlist, drive strengths merged, types with 4 or more instances:
cell	instances	share of area
nand3	14	0.041
a21oi	22	0.067
mux2	11	0.075
buf	25	0.096
nor2b	10	0.038
a32oi	5	0.026
a22oi	10	0.044
nor2	13	0.030
and3	7	0.026
nor3	4	0.012
a221oi	4	0.031
o21ai	17	0.050
mux2i	15	0.090
o2bb2ai	4	0.020
a31oi	7	0.026
o221ai	4	0.020
nand2b	9	0.033
o22ai	6	0.022
nand2	9	0.020
o32a	12	0.070
nor3b	6	0.026
worst max-delay path by stage:
| stage | end | depth (start not counted) | slack (ns) | start |
|---|---|---|---|---|
| CTS | y[4] | 6 | 0.56 | s[1] |
| global route | y[4] | 6 | 0.40 | s[1] |
| finish | y[4] | 6 | 0.59 | s[1] |
Power is estimated from default activity; no workload was simulated.
