===== ./run.sh =====
#!/bin/bash
# OpenROAD 26Q1-2900-gdf79404cd8, Yosys 0.63+post, stock flow scripts
make -C /OpenROAD-flow-scripts/flow DESIGN_CONFIG=/design/flow/config.mk WORK_HOME=/design/flow/orfs finish

===== ./config.mk =====
export PLATFORM = sky130hd
export DESIGN_NAME = FSM
export DESIGN_NICKNAME = FSM
export VERILOG_FILES = /design/flow/design.v
export SDC_FILE = /design/flow/constraint.sdc
export NUM_CORES = 4
export LEC_CHECK = 1
export CORE_AREA = 10 10 94 94
export DIE_AREA = 0 0 104 104

===== ./constraint.sdc =====
current_design FSM

set clk_period 2.8
set clk_io_pct 0.2

create_clock -name clk0 -period $clk_period [get_ports {clk}]

set non_clock_inputs [all_inputs -no_clocks]
set_input_delay [expr $clk_period * $clk_io_pct] -clock clk0 $non_clock_inputs
set_output_delay [expr $clk_period * $clk_io_pct] -clock clk0 [all_outputs]

===== ./design.v =====
`timescale 1ns / 1ns
module FSM(reset_n, clk, busy_n, we_i, to_i, acknak_i,
           rst, we_o, to_o, rdy_i, rdy_o, busy_n_o,
           acknak_o, crc_num, seq, count, num_to_rep, rep);
input        reset_n, clk, busy_n, we_i, to_i, rdy_i;
input[1:0]   acknak_i;
input[11:0]  seq, num_to_rep;
output       rst, we_o, to_o, rdy_o, busy_n_o, rep;
output[1:0]  acknak_o;
output[3:0]  crc_num;
output[11:0] count;
reg[3:0]     cs, ns;
reg[1:0]     acknak_o;
reg[11:0]    count, count_to;
reg[3:0]     crc_num = 0;
reg          rst, we_o, to_o, rdy_o, busy_n_o, rep;
parameter s0 = 4'b0000, s1 = 4'b0001, s2 = 4'b0010, s3 = 4'b0011, s4 = 4'b0100, s5 = 4'b0101, s2w = 4'b0110, s4ra = 4'b0111, s4rb = 4'b1000;
always @(posedge clk or negedge reset_n)
begin
  if(!reset_n)
    cs <= s0;
  else
    cs <= ns;
end
always @(cs or we_i or acknak_i or to_i or busy_n)
begin
  case(cs)
  s0:       ns <= s1;
  s1:       if(we_i)                               ns <= s2;
            else if(acknak_i == 2'b01)             ns <= s3;
            else if((acknak_i == 2'b10) || to_i)   ns <= s4;                
  s2:       ns <= s2w; 
  s2w:      if(count >= 4'b1001) ns <= s1;
            else ns <= s2;
  s3:       ns <= s1;
  s4:       ns <= s5;
  s4ra:     ns <= s4rb;
  s4rb:     if(count >= count_to) ns <= s1;
            else                  ns <= s4ra;
  s5:       if(busy_n)  ns <= s4ra;
            else        ns <= s5;
  default:  ns <= s0;
  endcase
end
always @(cs)
begin
  case(cs)
    s0:      {rst,we_o,to_o,rdy_o,busy_n_o,rep,acknak_o} <= 8'b10001000;
    s1:      begin
             {rst,we_o,to_o,busy_n_o,rep,acknak_o} <= 7'b0001000;
             rdy_o <= rdy_i;
             count <= 0;
             end
    s2:      begin
	         {rst,we_o,to_o,rdy_o,busy_n_o,rep,acknak_o} <= 8'b01001000;
             crc_num <= count;
             end   
    s2w:     begin
	         {rst,we_o,to_o,rdy_o,busy_n_o,rep,acknak_o} <= 8'b00001000;
             count <= count + 1;
             end
    s3:      {rst,we_o,to_o,rdy_o,busy_n_o,rep,acknak_o} <= 8'b00001001;
    s4:      begin
             {rst,we_o,rdy_o,busy_n_o,rep} <= 5'b00010;
             to_o                      <= to_i;
             acknak_o                  <= acknak_i;
             end
    s4ra:    {rst,we_o,to_o,rdy_o,busy_n_o,rep,acknak_o} <= 8'b00001100;
    s4rb:    begin
             {rst,we_o,to_o,rdy_o,busy_n_o,rep,acknak_o} <= 8'b00001000;
             count = count + 1;
             end
    s5:      begin
             {rst,we_o,to_o,rdy_o,busy_n_o,rep,acknak_o} <= 8'b00100010;
             count_to                                    <= num_to_rep;
             end
    default: {rst,we_o,to_o,rdy_o,busy_n_o,rep,acknak_o} <= 8'b10001000;
  endcase
end
endmodule

==> summary.txt <==
run results: Syn Std Cell Area 1454 um2, YS chip area around 1500 um2, Setup TNS 0 ps, most frequent logic cell in the layout clkdlybuf4s50_1, CTS H-tree lvls 1, final setup violation count 0, Initial DRT Pass Iterations 4, Worst Path Arrival between 1500 and 2000 ps, CP max-delay cell dfrtp_1, total grt overflow 0, fraction of layout cells with a size suffix above 1 6.635%, post-route ant nets 0, Pwr Density around 110 nW/um2, Slew @ Worst Pin 685.7 ps, relative slew slack 54.12%, routed vias 1223, endpoints left unconstrained 52, Total GRT Usage under 10%, final cell count without fillers between 300 and 400, synth unique cells 40, tool warnings 39, Min-Delay Path Class in -> async, Detail Placement HPWL 2.960 mm, Final Hold Viols 0, layout filler cell count 739, CTS tree yes, CP Data Required Time about 2200 ps, # diodes 0, CTS Buf Count 3, largest net degree at the start of global routing 13, Die Area 10820 um2, Final Slew Violations 0, CTS root buf clkbuf_8, Core Region 6832 um2, Rows 30, fmax 0.3974 GHz, vias in the first global route ~1200, hold buffers post-CTS 0, initial antenna violation count 0, Max Cap Viol 0, Reg clk slew, reported paths 30 ps, vias per inst 3.984, Avg Synthesized Cell Area between 8 and 9 um2, initial core utilization a little over a fifth, CP Launch Point cs[0]$_DFF_PN0_, Period minus WS final 2516 ps, IO Count 56, Worst setup EP type output port, WL per Instance approximately 11 um, post-CTS sizing 0, Post-CTS Setup Repair Bufs 0, YS warnings 25, Critical Path Fanout Max 10, RSZ-0062 raised after global routing no, status complete, no violations, Registers, synthesis 36, die width between 100 and 150 um, CP Class reg -> out, Final period util around 90%, register pins left without a clock 32, Cells after DPL 304, ys cells 167, Area Growth Syn to Fin 39.07%, input/output buffers between 40 and 50, # DRC 0, CP Cell Sequence or2b_2, nor3_1, and2_1, clkdlybuf4s50_1, largest stage delay on the critical path 520 ps, Gate Count Post-Synth between 150 and 200, Leak around 0.86 nW, Max IR drop VDD 0.07739 mV, Chip Height 104 um, Comb gate area 763.2 um2, initial DRC count 52, CP Launch Type flop, most frequent cells in the layout clkdlybuf4s50_1 (43), nor2_1 (25), inv_1 (19), first-pass GRT wire length 5.651 mm, GP Congestion between 0.8 and 0.9, FF/Latch Area 580.6 um2, Max Buffers Root-to-Sink 2, aggregate routed wire length 3.514 mm
==> area by class of cell <==
cell class              count  share of cell area (%)
multi-input cells         108                   37.75
flip-flops and latches     36                   28.71
repair buffers             45                   22.03
well taps                  96                   5.941
inverters                  19                   3.527
clock buffers               3                   2.042
==> power breakdown <==
group	internal (W)	total, W	switching (W)
combinational	0.0000265	0.0000355	0.00000905
clock	0.0000914	0.000119	0.0000273
sequential	0.0000622	0.0000625	0.000000333
total	0.000180	0.000217	0.0000367
==> critical path, delay by kind of cell (launching register included) <==
| family | cells | cell delay, ps |
|---|---|---|
| buffers and inverters | 1 | 460 |
| flip-flops | 1 | 520 |
| AND/OR/NAND/NOR | 3 | 760 |
==> cell usage after synthesis <==
master      n  area, um2
buf_6       3      33.78
nand2b_1    1      6.260
nand3_1     5      25.02
dlxtp_1    16      240.2
a31oi_1     1      6.260
and3_1      1      6.260
dfrtp_1     4      100.1
o211ai_1    1      7.510
xor2_1      6      52.55
or2_2       1      6.260
inv_1      19      71.32
nor4b_1     2      17.52
nor2_1     25      93.84
or2b_2      1      8.760
o21ai_1     2      10.01
or4_1       2      15.01
or3b_2      1      8.760
nor3_1      5      25.02
dlxtn_1    16      240.2
o21a_1      1      7.510
a2111oi_0   1      8.760
a211oi_1    1      7.510
and2_1      2      12.51
or3_1       1      6.260
a21o_2      1      8.760
a21oi_1     5      25.02
xnor2_1     5      43.79
o21ai_0     1      5.000
a2111oi_4   1      27.53
ha_1       15      187.7
nor4_1      1      6.260
or3_4       1      11.26
o211ai_2    1      12.51
nand2_1     9      33.78
o221ai_2    1      15.01
o311ai_1    1      8.760
a22o_1      1      8.760
buf_2       1      5.000
a211oi_2    1      12.51
nand4_1     4      25.02
==> stage by stage <==
stage / hold WS [ps] / cell area (um2) / setup slack (ps) / util [%] / total power (W)
after detailed placement: 771.6 / 1981 / 475.1 / 28.99 / 0.00009932
after floorplan: 264.4 / 1454 / 1099 / - / 0.00006850
final: 545.3 / 2022 / 283.6 / 29.60 / 0.0002167
after global routing: 558.6 / 2022 / 140.4 / 29.60 / 0.0002279
after global placement: 769.1 / 1981 / 477.0 / 28.99 / 0.00009923
after CTS: 541.5 / 2022 / 236.7 / 29.60 / 0.0002217
==> cell families (layout without fill, tap and decap cells) <==
kind of cell,Yosys count,in the layout,synth area share (%)
buffers and inverters,23,67,7.573
AOI/OAI and AO/OA,20,20,11.79
DFF,4,4,6.885
latches,32,32,33.05
xor gates and xnor gates,11,11,6.626
adders and majority gates,15,15,12.91
and+or+nand+nor,62,62,21.17
==> per-layer routing <==
| metal | global-route usage (%) | wire length (um) | up-vias |
|---|---|---|---|
| met1 | 8.346 | 1768 | 544 |
| met3 | 1.065 | 139 | 2 |
| met5 | 0 | 0 | - |
| li1 | - | - | 653 |
| met2 | 9.955 | 1586 | 24 |
| met4 | 0.6958 | 19 | 0 |
==> worst paths after layout <==
kind	end	slack, ps	cells after the start
max	rdy_o	280	4
min	cs[2]$_DFF_PN0_	550	1
max in group asynchronous	cs[0]$_DFF_PN0_	2090	1
min in group clk0	acknak_o[0]	1760	2
==> flip-flops by register name, indices dropped and copies added (netlist names) <==
name      cells
cs            4
count_to     12
count        12
crc_num       4
ns            4
No activity file was given, so power comes from the tool's default toggle rates.
